==> flow/design.v <==
module deserializer (
input logic data_in,  
input logic write_in,  
input logic reset,
input logic clock_100KHZ,
input logic ack_in,  
output logic status_out,  
output logic [7:0] data_out,  
output logic data_ready,  
output logic [1:0] EA_des
);
typedef enum logic [1:0] { 
    RECEIVE,  
    WAIT  
} state_t;
state_t EA;
assign EA_des = EA;
logic [2:0] counter;  
logic start = 1;
always_ff @(posedge clock_100KHZ, posedge reset)begin
    if (reset)begin
        status_out <= 0;  
        data_ready <= 0;  
        data_out <= 0;  
        counter <= 1;  
        start <= 1;
    end
    else begin
        case(EA)
            RECEIVE:begin
                if(start == 1) begin    start <= 0; status_out <= 1;    end
                    else begin
                        if (status_out) begin
                            if (write_in) begin  
                                data_out <= {data_out[6:0], data_in};  
                                counter <= counter + 1;
                                if (counter == 3'd8) begin  
                                    data_ready <= 1;
                                    status_out <= 1;  
                                end
                            end
                        end
                    end
                end
            WAIT:begin
                if (ack_in) begin  
                    status_out <= 0;  
                    data_ready <= 0;  
                    counter <= 1;  
                    data_out <= 0;  
                    start <= 1;  
                end
            end
        endcase
    end  
end  
always_ff @(posedge clock_100KHZ, posedge reset)begin
    if (reset)begin
        EA <= RECEIVE;
    end
    else begin
        case(EA)
            RECEIVE:begin
            if (data_ready) EA <= WAIT;
            else EA <= RECEIVE;
            end
            WAIT:begin
            if (ack_in) EA <= RECEIVE;  
            else EA <= WAIT;  
            end
        endcase
    end  
end  
endmodule
module top(
input logic reset,
input logic clock,
input logic dequeue_in,  
output logic [3:0] len_out,  
output logic [7:0] data_out,  
input logic data_in,  
output logic status_out,  
input logic write_in 
);
logic clock_100KHz, clock_10KHz;  
logic [7:0] entrada_queue;  
logic enable_queue;  
logic ack = 0;  
logic [1:0] EA_des;
logic [1:0] EA_queue;
queue fila(
    .clock_10KHZ(clock_10KHz),
    .reset(reset),
    .data_in(entrada_queue),
    .enqueue_in(enable_queue),
    .dequeue_in(dequeue_in),
    .len_out(len_out),
    .data_out(data_out),
    .EA_queue(EA_queue)
);
deserializer des(
    .data_in(data_in),
    .write_in(write_in),
    .reset(reset),
    .clock_100KHZ(clock_100KHz),
    .ack_in(ack),
    .status_out(status_out),
    .data_out(entrada_queue),
    .data_ready(enable_queue),
    .EA_des(EA_des)
);
logic [3:0] counter_100KHz = 0; 
logic [6:0] counter_10KHz = 0; 
  always_ff @(posedge clock) begin
        if (reset) begin  
            counter_100KHz <= 0;
            counter_10KHz  <= 0;
            clock_100KHz   <= 0;
            clock_10KHz    <= 0;
        end else begin
            if (counter_100KHz == 4'd4) begin  
                clock_100KHz <= ~clock_100KHz;  
                counter_100KHz <= 0;          
            end else begin
                counter_100KHz <= counter_100KHz + 1;  
            end
            if (counter_10KHz == 7'd49) begin   
                clock_10KHz <= ~clock_10KHz;  
                counter_10KHz <= 0;         
            end else begin
                counter_10KHz <= counter_10KHz + 1;  
            end
        end
    end
logic [3:0] len_out_prev;
always_ff @(posedge clock_100KHz or posedge reset) begin
    if (reset) begin
        ack <= 0;
        len_out_prev <= 0;
    end else begin
        if ((len_out != len_out_prev))
            ack <= 1;
        else
            ack <= 0;
        len_out_prev <= len_out;
    end
end
endmodule
module queue (
input logic [7:0] data_in,  
input logic enqueue_in,  
input logic dequeue_in,  
input logic reset,
input logic clock_10KHZ,
output logic [3:0] len_out,  
output logic [7:0] data_out,  
output logic [1:0] EA_queue
);
logic [7:0] fila [7:0];
logic [1:0] enqueue_done, dequeue_done;
typedef enum logic [1:0] { 
    ENQUEUE,  
    DEQUEUE,  
    WAIT  
} state_t;
state_t EA;
assign EA_queue = EA;
always_ff @(posedge clock_10KHZ, posedge reset)begin
    if(reset)begin
        len_out <= 0;
        data_out <= 0;
        enqueue_done <= 0;
        dequeue_done <= 0;
    end else 
    begin
        case(EA)
            ENQUEUE:begin
                if(enqueue_done == 0)begin
                    if(len_out < 4'd8)begin
                    fila[len_out] <= data_in;
                    if(len_out != 4'd8) len_out <= len_out + 1;
                    enqueue_done <= 1;
                    end
                end
            end
            DEQUEUE:begin
                if(dequeue_done == 0) begin
                    if(len_out > 0) begin
                        data_out <= fila[0];
                        fila[0] <= fila[1];
                        fila[1] <= fila[2];
                        fila[2] <= fila[3];
                        fila[3] <= fila[4];
                        fila[4] <= fila[5];
                        fila[5] <= fila[6];
                        fila[6] <= fila[7];
                        fila[7] <= 0;
                        len_out <= len_out - 1;
                        dequeue_done <= 1;
                    end
                end    
            end
            WAIT:begin
                dequeue_done <= 0;
                enqueue_done <= 0;
            end
        endcase
    end
end
always_ff @(posedge clock_10KHZ, posedge reset)begin
    if(reset)begin
        EA <= WAIT;
    end else 
    begin
        case(EA)
            ENQUEUE:begin
                if(enqueue_done) EA <= WAIT;
                else EA <= ENQUEUE;
            end
            DEQUEUE:begin
                if(dequeue_done) EA <= WAIT;
                else EA <= DEQUEUE;
            end
            WAIT:begin
                if(enqueue_in) EA <= ENQUEUE;
                else if(dequeue_in) EA <= DEQUEUE;
                else EA <= WAIT;
            end
        endcase
    end
end
endmodule
==> flow/run.sh <==
#!/bin/bash
# OpenROAD 26Q1-2900-gdf79404cd8, Yosys 0.63+post, stock flow scripts
make -C /OpenROAD-flow-scripts/flow DESIGN_CONFIG=/design/flow/config.mk WORK_HOME=/design/flow/orfs finish
==> flow/config.mk <==
export PLATFORM = sky130hd
export DESIGN_NAME = top
export DESIGN_NICKNAME = top
export VERILOG_FILES = /design/flow/design.v
export SDC_FILE = /design/flow/constraint.sdc
export NUM_CORES = 4
export LEC_CHECK = 1
export CORE_UTILIZATION = 40
==> flow/constraint.sdc <==
current_design top

set clk_period 3.3
set clk_io_pct 0.2

create_clock -name clk0 -period $clk_period [get_ports {clock}]

set non_clock_inputs [all_inputs -no_clocks]
set_input_delay [expr $clk_period * $clk_io_pct] -clock clk0 $non_clock_inputs
set_output_delay [expr $clk_period * $clk_io_pct] -clock clk0 [all_outputs]
==> results.cfg <==
; yosys + openroad results
[timing]
period_minus_slack_ns = 1.74
fin_skew_ns = 0.00282
worstMarginPinSlew_ns = 0.867
fmax_mhz = 575
unclocked_regs = 102
finalHoldViolations = 0
maxSlewViolCount = 0
setup_tns_ns = 0
setup_viol = 0
period_used_share = 0.527
rsz0062_at_grt = no
slew_headroom = 0.422
untimed_endpoints = 179

[clock_tree]
clock.latency.late_pin_ns = 0.24
cts_made_buffers = 3
cts_max_path_buffers = 2
htreeDepth = 1
clk_pin_slew_ns = 0.04
cts-root-buf = clkbuf_16
postCtsSetupBuffers = 0
cts_tree = built
cts_hold_buffers = 0
cts_resized = 0

[worst_setup_path]
crit_type = input port to flip-flop
crit_arrival_ns = 1.92
ff2ff_setup_slack_ns = 1.92
cp_slowest_cell = clkdlybuf4s50_1
reg2reg_from = counter_10KHz[0]$_SDFF_PP0_
max_stage_delay_ns = 0.48
crit_fanout = 41
r2r_end = counter_10KHz[4]$_SDFF_PP0_
crit_buf_inv = 3
reg2reg_depth = 5
end_kind = flip-flop
crit_end = counter_100KHz[1]$_SDFF_PP0_
setup.worst_path.start = reset
crit_cells = 4
crit_required_ns = 3.48
crit_chain = clkdlybuf4s50_1 > inv_1 > buf_4 > and3_1
critPathLaunchType = input port
cp_top_family = buffers and inverters

[routing]
wl_mm = 6.83
drc = 0
drt_iter0_drc = 126
ant_nets = 0
dr.pass1.iters = 50
vias_per_cell = 4.81
dr_total_vias = 2753
antennaDiodeCount = 0
wl_per_cell_um = 11.9

[job]
warnings = 28
max_cap_viol_count = 0

[synthesis]
synth_cell_types = 50
ys_seq_frac = 0.653
ff_type = edfxtp_1
common_cells = nand2_1 (133), edfxtp_1 (64), dfrtp_1 (34), inv_1 (21), a21oi_1 (17)
synthArstFlopShare = 0.330
synth-warning-count = 5
largest_area_cell = edfxtp_1
synth.most_common_cell = nand2_1
synthesis.area_um2 = 4800
synthTopCellsByArea = edfxtp_1 (40%), dfrtp_1 (18%), nand2_1 (10%)
yosys-stat-cells = 419
numSynthFlops = 115
syn_avg_cell_area_um2 = 11.5
ys_area_um2 = 4800
synth_top_area_share = 0.400
edf_count = 64
synthCells = 419

[global_routing]
grt_max_degree = 83
overflow = 0
grt_first_pass_wirelength_mm = 12.2
grt_usage = 0.123
grt_pass1_vias = 2665
antenna_found_initial = 0

[final_layout]
register_area_um2 = 3140
comb_area_um2 = 1500
nFillCells = 1041
drive_above_1_share = 0.0723
syn2layout_area_growth_pct = 7.60
finish.utilization = 0.447
stdcell_count = 572

[floorplan]
ioPinCount = 18
die-height_um = 112
core_um2 = 11600
die_x_um = 112
die_area_um2 = 12500
initCoreUtil = 0.415
rows = 39

[placed_design]
place_hpwl_mm = 4.87
post-place-cells = 568
port_buffers = 17
gp_congestion = 0.733

[power]
vdd_ir_drop_max_uv = 279
switchingPower_uw = 87.3
p_comb_frac = 0.081
clkPwrFrac = 0.505
p_seq_frac = 0.414
leakagePower_uw = 0.00212
intPower_uw = 350
p_per_area_nw_per_um2 = 84.5
switching_share = 0.200

[worst_hold_path]
hp-class = flip-flop to flip-flop
hold_depth = 1

[outcome]
status = complete, no violations
==> state kept, by name, indices dropped and copies added (netlist names), 3 cells and up <==
register / count
counter_100KHz: 4
counter_10KHz: 7
des.counter: 3
des.data_out: 8
fila.EA: 3
fila.data_out: 8
fila.fila: 64
fila.len_out: 4
len_out_prev: 4
==> cell families (layout without fill, tap and decap cells) <==
kind of cell | count (synthesis) | after routing | synth area share
muxes | 11 | 11 | 0.0279
xor gates and xnor gates | 13 | 13 | 0.0237
AOI/OAI and AO/OA | 45 | 45 | 0.0581
buffers and inverters | 36 | 46 | 0.0354
adders and majority gates | 9 | 9 | 0.0250
and+or+nand+nor | 190 | 190 | 0.177
DFF | 115 | 115 | 0.653
==> layout make-up <==
class | count | area share
timing repair buffer | 20 | 0.0373
clock buffer | 4 | 0.0152
tap | 143 | 0.0346
multi-input combinational | 268 | 0.289
sequential | 115 | 0.607
inverter | 22 | 0.0160
==> layout by cell type, fill, tap and decap left out, types with 12 or more instances in the layout <==
master           instances
a21oi_1                 17
clkdlybuf4s50_1         17
dfrtp_1                 33
dfxtp_1                 12
edfxtp_1                64
inv_1                   21
nand2_1                133
nand3_1                 12
nor2_1                  15
==> power groups by stage <==
stage / combinational, uW / clock [uW] / sequential (uW)
CTS: 36.4 / 225 / 181
global route: 41.6 / 232 / 183
finish: 35.2 / 221 / 181
==> metal layers <==
metal,up-vias,part of all wire,wire (um),GRT usage
met5,-,0,0,0
met4,0,0,0,0.00360
met3,0,0.016,111,0.0172
met2,28,0.47,3230,0.200
met1,1299,0.51,3490,0.203
li1,1426,-,-,-
==> per-stage QoR <==
step / instance area, um2 / total power [uW] / hold slack, ns / worst slack (ns)
6_report: 5170 / 437 / 0.471 / 1.56
5_1_grt: 5170 / 456 / 0.514 / 1.36
4_1_cts: 5170 / 443 / 0.468 / 1.52
3_5_place_dp: 5090 / 220 / 0.451 / 1.27
3_3_place_gp: 5090 / 218 / 0.440 / 1.29
2_1_floorplan: 4800 / 204 / 0.429 / 1.27
==> how the worst min path moves through the flow <==
| stage | start | end | slack, ns |
|---|---|---|---|
| 4_1_cts | counter_10KHz[0]$_SDFF_PP0_ | counter_10KHz[0]$_SDFF_PP0_ | 0.47 |
| 5_1_grt | counter_10KHz[0]$_SDFF_PP0_ | counter_10KHz[0]$_SDFF_PP0_ | 0.51 |
| 6_report | counter_10KHz[0]$_SDFF_PP0_ | counter_10KHz[0]$_SDFF_PP0_ | 0.47 |
Power figures rest on the tool's default switching activity, not on a simulated workload.
